**/design/flow/config.mk**
```make
export PLATFORM = sky130hd
export DESIGN_NAME = mod
export DESIGN_NICKNAME = mod
export VERILOG_FILES = /design/flow/design.v
export SDC_FILE = /design/flow/constraint.sdc
export NUM_CORES = 4
export LEC_CHECK = 1
export CORE_UTILIZATION = 40
```
**/design/flow/constraint.sdc**
```tcl
current_design mod

set clk_period 10.9
set clk_io_pct 0.2

create_clock -name clk0 -period $clk_period [get_ports {clk}]

set non_clock_inputs [all_inputs -no_clocks]
set_input_delay [expr $clk_period * $clk_io_pct] -clock clk0 $non_clock_inputs
set_output_delay [expr $clk_period * $clk_io_pct] -clock clk0 [all_outputs]
```
**/design/flow/design.v**
```verilog
`timescale 1ns / 1ps
module mod (
    input logic clk,
    input logic reset,
    input logic [15:0] samp,
    output logic pull,
    output logic pdata
);
    localparam logic signed [39:0] THRESHOLD = 28'h14CCCCC;
    typedef enum logic {
        RESET = 1'b0,
        SET = 1'b1
    } set_rest;
    set_rest state, next_state;
    logic [7:0] oversample_counter, next_oversample_oversample_counter;
    logic signed [39:0] sample_reg, next_sample_reg;
    logic dout, next_dout;
    logic signed [39:0] integrator_1, next_integrator_1;
    logic signed [39:0] integrator_2, next_integrator_2;
    logic signed [39:0] delta_1, delta_2;
    initial begin
        delta_1 = 0;
        delta_2 = 0;
    end
    always_ff @(posedge clk or posedge reset) begin
        if (reset) begin
            state <= RESET;
            oversample_counter <= 0;
            sample_reg <= 0;
            integrator_1 <= 0;
            integrator_2 <= 0;
            dout <= 0;
        end else begin
            state <= next_state;
            oversample_counter <= next_oversample_oversample_counter;
            sample_reg <= next_sample_reg;
            integrator_1 <= next_integrator_1;
            integrator_2 <= next_integrator_2;
            dout <= next_dout;
        end
    end
    always @(*) begin
        next_state = state;
        if (state == RESET) begin
            next_state = SET;
        end 
    end
    always @(*) begin
        next_oversample_oversample_counter = oversample_counter;
        next_sample_reg = sample_reg;
        if (state == RESET) begin
            next_sample_reg = {16'b0, samp, 8'b0};
        end else if (state == SET) begin
            if (oversample_counter == 8'b11111111) begin
                next_oversample_oversample_counter = '0;
                next_sample_reg = {16'b0, samp, 8'b0};
            end else begin
                next_oversample_oversample_counter = oversample_counter + 1;
            end
        end
    end
    always @(*) begin
        next_integrator_1 = integrator_1;
        next_integrator_2 = integrator_2;
        next_dout = dout;
        if (state == SET) begin
            if (integrator_2 >= THRESHOLD) begin
                delta_2 = -THRESHOLD;
                delta_1 = -(2**24);
                next_dout = 1;
            end else begin
                delta_2 = 0;
                delta_1 = 0;
                next_dout = 0;
        end
        next_integrator_2 = integrator_2 + integrator_1 + delta_2;
        next_integrator_1 = integrator_1 + sample_reg + delta_1;
        end
    end
    assign pull = (state == RESET) || (oversample_counter == 8'hFF);
    assign pdata = dout;
endmodule
```
**/design/flow/run.sh**
```bash
#!/bin/bash
# OpenROAD 26Q1-2900-gdf79404cd8, Yosys 0.63+post, stock flow scripts
make -C /OpenROAD-flow-scripts/flow DESIGN_CONFIG=/design/flow/config.mk WORK_HOME=/design/flow/orfs finish
```
==> run notes <==
This memo summarizes the results of the implementation run.

Outcome
The flow ran to the end, and the final reports show no timing, DRC or antenna violations.

Yosys
The area share of and-or/or-and cells after synthesis is 0.204. Per the synth log, the flip-flop and latch total comes to approximately 96. Counting flops with an async set or reset pin after synthesis yields a share of 1.00. The synthesized area per cell is approximately 9.3 µm². The simple-gate share of the synthesized area is 0.133. Synthesis instantiated ~81 different standard cells from the library. The gate count after technology mapping is just under 900. The area fraction in full adders, half adders and majority gates is 0.181. Per Yosys stat, the portion of area used by sequential elements is 0.299.

The most used flip-flop cell is sky130_fd_sc_hd__dfrtp_1. For reference, the mux area share after synthesis is 0.0676. Counting the warning lines in the Yosys log gives 1.

The synthesized cell area is approximately 8000 µm². The cell-mix breakdown from Yosys lists the XOR/XNOR area share as 0.0600. The post-synth area from yosys stat is between 8000 and 9000 µm². The number of flops mapped to enable cells by yosys is 0. The prevailing logic family in the synthesized netlist is AND-OR/OR-AND gates.

The cell count in the Yosys report is around 870.

Die
The total die size is 20600 µm². Per the OpenROAD floorplan log, the area of the core is about 20000 µm². Per the OpenROAD floorplan log, the width of the die is 144 µm. In this run the vertical extent of the chip is 144 µm. Row generation in the floorplan step produced 51 rows.

For this design the top-level I/O count stands at 20. The core utilization before placement is 0.410.

CTS
The maximum level of the CTS H-tree is 3. The clock tree from TritonCTS is yes. The maximum buffer depth of the clock tree is 2. The number of clock buffers inserted by TritonCTS is 9. The count of cells resized by post-cts repair is 0. The CTS log lists the clock sinks for this run as around 96. The buffer cell driving the clock tree root is sky130_fd_sc_hd__clkbuf_16.

The number of hold buffers added after CTS was 0. The number of post-CTS setup repair buffers is 0. The clock slew seen by the registers of the worst setup and hold paths is about 0.070 ns. The clock insertion delay at the later pin of the skew report is 0.36 ns.

Setup path
The worst setup path is of the register to register kind. The endpoint identified for the worst register-to-register timing path is integrator_2[39]. The register-to-register setup slack is 6.02 ns. The worst register-to-register path has a depth of 18. The maximum fanout along the worst path is 13. The startpoint kind of the worst setup timing path is a register. STA classifies the critical path endpoint as a register.

The worst path required time is ~11 ns. The OpenROAD report gives the critical path a data arrival time of between 5 and 6 ns. The launch point of the worst register-to-register path is recorded as integrator_2[3].

Route
The antenna cell count is 0. The count of unresolved DRC violations after routing is 0. Across all layers, the routed design uses 6146 vias.

The routed design shows a via density per instance of 5.33. The mean routed wirelength per cell is around 15 µm. For this run, the detailed router's first-pass iteration total came to 5.

Once iteration 0 of detailed routing completed, the report listed 317 DRC markers. The detailed router reported a total wirelength of ~18000 µm. The number of nets with antenna violations after detailed routing is 0.

STA
In the final report, the number of endpoints failing setup comes to 0. In this run the tightest slew margin relative to its limit is 0.497. The max-slew violation count is 0. The post-route setup TNS is 0 ns.

Endpoints failing hold in the final report were tallied at 0. Setup repair after global routing left no endpoint under its margin. The pin slew with the least headroom to its limit is ~0.75 ns. The smallest clock period supported by the final layout is computed as about 4.9 ns. The highest clock frequency the design can meet is around 210 MHz. The share of the cycle needed by the critical path after routing is 0.447.

The worst setup skew after layout is 0.00670 ns.

Final layout
The area of the multi-input gates is slightly above 5000 µm². The final cell count without fillers is between 1000 and 1500. The register with the most flip-flops in the layout has 38 of them. The layout summary lists the proportion of cells stronger than drive strength 1 as 0.104. The number of inserted filler cells in the final layout is 1886. The flip-flop and latch area is 2410 µm². The flow measured a signed area growth from synthesis to layout of 9.74%. Measured on the finished design, the core utilization comes to 0.450.

Min path
Note that the worst hold path type here is register to register. Counting instances, the worst hold path has a depth of 1. The hold path startpoint is oversample_counter[4]. The path with the worst hold slack has its endpoint at oversample_counter[4].

GRT
The first global-routing pass estimated 30000 µm of wire. The number of global-route vias before repair is approximately 6000. Global routing finished with a remaining overflow of 0. The number of antenna violations at the first check in global routing is 0. The pin count of the biggest net entering global routing is 63. The total global-route track usage is 0.191.

Placed design
The final weighted congestion in routability-driven placement is around 0.85. Per the placement log, port buffering inserted 19 buffers. The post-DP HPWL is between 10000 and 15000 µm.

Including well taps, the total number of placed cells is about 1100.

Run
The count of maximum capacitance violations is 0. OpenROAD emitted warnings numbering 28.
-- cell families (layout without fill, tap and decap cells) --
kind of cell / Yosys count / in the layout
AOI/OAI and AO/OA: 236 / 236
xor gates and xnor gates: 55 / 55
adders and majority gates: 102 / 102
buffers and inverters: 115 / 136
DFF: 96 / 96
muxes: 50 / 50
other: 2 / 2
and+or+nand+nor: 211 / 211
-- per-stage QoR --
stage | hold WS [ns] | instance area [µm²] | worst slack (ns)
2_1_floorplan | 0.456 | 8030 | 6.21
3_3_place_gp | 0.487 | 8530 | 6.13
3_5_place_dp | 0.489 | 8530 | 6.01
4_1_cts | 0.502 | 8810 | 6.01
5_1_grt | 0.528 | 8810 | 5.75
6_report | 0.497 | 8810 | 6.02
-- layout make-up --
class                           count  area share
Inverter                           94      0.0403
Clock buffer                        9      0.0256
Sequential cell                    96       0.273
Timing Repair Buffer               26      0.0275
Clock inverter                      7     0.00611
Multi-Input combinational cell    656       0.590
Tap cell                          265      0.0376
-- per-layer routing --
layer / global-route usage / part of all wire / vias to the layer above
met3: 0.0333 / 0.040 / 14
met1: 0.298 / 0.51 / 2907
met4: 0.0157 / 0.010 / 0
li1: - / - / 3122
met2: 0.297 / 0.44 / 103
met5: 0 / 0 / -
-- Yosys cell counts (all sizes together) (7+ instances only) --
cell    count  area, µm²
dfrtp      96       2400
nor3       14       70.1
nand4      10       68.8
or3         7       43.8
ha         78        976
mux2       34        383
mux2i      16        160
a21o       24        180
inv        93        349
o31ai       7       66.3
clkbuf     16       60.1
xnor2      38        333
nand2      64        243
nor2       47        184
o21bai      8       60.1
a21oi      58        302
nand3      15       75.1
a211oi     11       92.6
o21a       11       82.6
or2         7       43.8
o21ai      49        257
o211ai      9       72.6
nor2b      11       76.3
fa         24        480
xor2       17        149
and3        9       57.6
a31oi      13       87.6
-- worst max-delay path by stage --
stage                from  slack [ns]  cells after the start          endpoint
5_1_grt   integrator_2[3]        5.75                     18  integrator_2[39]
4_1_cts   integrator_2[3]        6.01                     18  integrator_2[39]
6_report  integrator_2[3]        6.02                     18  integrator_2[39]
-- layout by cell type (no fill, tap or decap), types with 5 or more instances in the layout --
cell type,Yosys,layout
sky130_fd_sc_hd__dfrtp_1,96,95
sky130_fd_sc_hd__inv_1,93,92
sky130_fd_sc_hd__ha_1,78,78
sky130_fd_sc_hd__nand2_1,63,63
sky130_fd_sc_hd__a21oi_1,55,55
sky130_fd_sc_hd__nor2_1,46,46
sky130_fd_sc_hd__xnor2_1,38,38
sky130_fd_sc_hd__o21ai_0,35,35
sky130_fd_sc_hd__mux2_2,34,34
sky130_fd_sc_hd__a21o_1,24,24
sky130_fd_sc_hd__fa_1,24,24
sky130_fd_sc_hd__clkdlybuf4s50_1,0,19
sky130_fd_sc_hd__xor2_1,17,17
sky130_fd_sc_hd__mux2i_1,16,16
sky130_fd_sc_hd__nand3_1,15,15
sky130_fd_sc_hd__nor3_1,14,14
sky130_fd_sc_hd__a31oi_1,12,12
sky130_fd_sc_hd__o21a_1,11,11
sky130_fd_sc_hd__nor2b_1,10,10
sky130_fd_sc_hd__o21ai_1,11,10
sky130_fd_sc_hd__nand4_1,9,9
sky130_fd_sc_hd__a211oi_1,9,9
sky130_fd_sc_hd__clkbuf_16,0,9
sky130_fd_sc_hd__o21bai_1,8,8
sky130_fd_sc_hd__and3_1,8,8
sky130_fd_sc_hd__o211ai_1,8,8
sky130_fd_sc_hd__or3_1,7,7
sky130_fd_sc_hd__or2_2,7,7
sky130_fd_sc_hd__buf_4,0,7
sky130_fd_sc_hd__o31ai_1,6,6
sky130_fd_sc_hd__nor4_1,5,5
-- critical path, stage by stage (launching register included) --
cell                       delay (ns)
sky130_fd_sc_hd__dfrtp_1         0.40
sky130_fd_sc_hd__a211o_1         0.30
sky130_fd_sc_hd__a311o_1         0.35
sky130_fd_sc_hd__a311oi_1        0.33
sky130_fd_sc_hd__o211ai_1        0.19
sky130_fd_sc_hd__nor2b_4         0.16
sky130_fd_sc_hd__inv_1           0.22
sky130_fd_sc_hd__buf_4           0.32
sky130_fd_sc_hd__fa_1            0.45
sky130_fd_sc_hd__inv_1           0.07
sky130_fd_sc_hd__ha_1            0.24
sky130_fd_sc_hd__and4_4          0.28
sky130_fd_sc_hd__nand2_2         0.07
sky130_fd_sc_hd__or4b_1          0.51
sky130_fd_sc_hd__and4_1          0.22
sky130_fd_sc_hd__o21ai_2         0.12
sky130_fd_sc_hd__a31o_2          0.24
sky130_fd_sc_hd__a311o_1         0.18
sky130_fd_sc_hd__o211ai_2        0.08
